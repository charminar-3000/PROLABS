==> design.v <==
`timescale 1ns / 1ps
module multiplier(out, ain, bin);
parameter width = 12;
input [width-1:0] ain, bin;
output [2*width-1 :0] out;
assign out = ain * bin;
endmodule
==> run.sh <==
#!/bin/bash
# OpenROAD 26Q1-2900-gdf79404cd8, Yosys 0.63+post, stock flow scripts
make -C /OpenROAD-flow-scripts/flow DESIGN_CONFIG=/design/flow/config.mk WORK_HOME=/design/flow/orfs finish
==> config.mk <==
export PLATFORM = sky130hd
export DESIGN_NAME = multiplier
export DESIGN_NICKNAME = multiplier
export VERILOG_FILES = /design/flow/design.v
export SDC_FILE = /design/flow/constraint.sdc
export NUM_CORES = 4
export LEC_CHECK = 1
export CORE_UTILIZATION = 50
==> constraint.sdc <==
current_design multiplier

set clk_period 15.4
set clk_io_pct 0.2

create_clock -name clk0 -period $clk_period

set non_clock_inputs [all_inputs -no_clocks]
set_input_delay [expr $clk_period * $clk_io_pct] -clock clk0 $non_clock_inputs
set_output_delay [expr $clk_period * $clk_io_pct] -clock clk0 [all_outputs]
==> results.ini <==
[layout]
final-seq-area_um2=0
syn_to_final_growth_pct=11.22
clkbuf_count=0
drive_gt1_share_pct=1.503
seq_cells=0
fillCellCount=842
comb_area_mm2=0.004150

[route]
vias=3573
antennaDiodeCount=0
drc=0
drt_iter0_markers=95
viasPerCell=4.908
wl_per_cell_um=13.74
wl_mm=10.00
firstDrtPassIters=4
postRouteAntennaNets=0

[worst_setup_path]
crit_type=in2out
startpoint_type=input pin
required_ps=12320
cp-end-kind=output pin
crit_fanout=12
crit_arrival_ps=8900

[synth]
xor_area_share_pct=3.478
netlist_instances=579
ys_sh_simple_pct=17.44
yosys-stat-area_mm2=0.004785
muxShareOfSynthArea_pct=0
netlist_area_mm2=0.004785
compound_area_share_pct=7.767
ys_seq_share_pct=0
synthTopLogicFamily=adder cells
yosysWarnings=0
yosysCellCount=579
synth.distinct_cells=36
avgSynthCellArea_um2=8.264
fa_ha_area_share_pct=58.05

[power_and_ir_drop]
peakVddDrop_v=0.0002750
total_power_uw=1103
powerDensity_mw_per_mm2=207.3
p_leak_uw=0.002853

[global_routing]
grt_pass1_vias=3768
grt_pass1_wl_mm=17.94
track_usage_pct=23.86
grt_overflow=0
antenna_found_initial=0
grt_max_degree=13

[timing]
slew_viol_final=0
max_slew_margin_pct=63.37
hold_violations=0
worst_slack_ps=3425
max_freq_mhz=83.50
finalSetupViolations=0
finalCriticalPeriod_ps=11980
setup-tns-final_ps=0
rsz0062_at_grt=false
fin_crit_sh_pct=77.76
worst_pin_slew_ps=547.8

[die]
core_mm2=0.009240
ioPinCount=48
die_h_um=99.82
dieArea_mm2=0.009964
rows=35
fp-utilization_pct=51.78
die-width_um=99.82

[placement]
io_buffers=48
hpwl_mm=8.630
dp_worst_setup_slack_ps=3409
globalplace.congestion=0.8508

[run]
warnings=32
cap_violations=0

[cts]
post_cts_buffers=0
cts_resized=0
hold_buffers=0

[run_status]
status=completed

[worst_hold_path]
hold_class=in2out

## cells in the mapped netlist (all sizes together)
| library cell | instances | area, um2 |
|---|---|---|
| a211oi | 1 | 12.51 |
| a21o | 7 | 53.80 |
| a21oi | 16 | 80.08 |
| a221oi | 1 | 8.760 |
| a311oi | 1 | 26.28 |
| a31o | 1 | 8.760 |
| a31oi | 4 | 25.02 |
| and2 | 53 | 331.6 |
| and4 | 1 | 8.760 |
| clkbuf | 28 | 105.1 |
| fa | 100 | 2002 |
| ha | 62 | 775.7 |
| inv | 141 | 529.3 |
| nand2 | 102 | 382.9 |
| nand2b | 2 | 12.51 |
| nand3 | 2 | 10.01 |
| nand4 | 4 | 25.02 |
| nor2 | 9 | 33.78 |
| nor2b | 2 | 12.51 |
| nor3 | 1 | 5.000 |
| o211ai | 3 | 27.52 |
| o21a | 4 | 37.53 |
| o21ai | 7 | 42.54 |
| o21ba | 1 | 10.01 |
| o221ai | 1 | 8.760 |
| o22ai | 2 | 12.51 |
| o311a | 1 | 10.01 |
| o31ai | 1 | 7.510 |
| or3 | 2 | 12.51 |
| xnor2 | 14 | 122.6 |
| xor2 | 5 | 43.79 |
## path summary, 6_finish.rpt
path                from  cells past startpoint  slack (ps)  endpoint
setup / recovery  ain[7]                     19        3420   out[23]
hold / removal    ain[0]                      3        7410    out[0]
## worst max-delay path, stage by stage
cell             delay, ps
clkdlybuf4s50_1        800
nand2_1                160
fa_1                   570
inv_1                   50
fa_1                   500
inv_1                   50
fa_1                   550
inv_1                   60
fa_1                   490
inv_1                   50
fa_1                   480
inv_1                   40
ha_1                   350
a21o_1                 210
o21a_4                 230
a311oi_4               410
a31oi_1                160
xnor2_1                160
clkdlybuf4s50_1        480
## cells by family (layout without fill, tap and decap cells)
| family | count (synthesis) | count (layout) |
|---|---|---|
| AOI/OAI and AO/OA | 51 | 51 |
| and+or+nand+nor | 178 | 178 |
| adders and majority gates | 162 | 162 |
| xor gates and xnor gates | 19 | 19 |
| buffers and inverters | 169 | 189 |
## layout by cell type, fill, tap and decap left out, types with 6 or more instances in the layout
cell	count
inv_1	141
nand2_1	102
fa_1	100
ha_1	62
and2_1	53
clkdlybuf4s50_1	48
a21oi_1	16
xnor2_1	14
nor2_1	9
a21o_1	6
## area by class of cell
type	count	area share (%)
Timing Repair Buffer	48	9.029
Multi-Input combinational cell	410	77.99
Tap cell	129	3.033
Inverter	141	9.946
## per-layer routing
metal / routed length, um / global-route usage (%) / up-vias
met5: 0 / 0 / -
met4: 0 / 0 / 0
met3: 742 / 7.011 / 0
met2: 4351 / 35.76 / 87
met1: 4910 / 39.02 / 1722
li1: - / - / 1764
## where the power goes
part	switching, uW	internal, uW	total, uW
Sequential	0	0	0
Clock	0	0	0
Combinational	516	587	1100
## stage by stage
step / hold WS (ps) / std cells / utilization, % / area (um2)
floorplan: 6232 / 579 / - / 4785
global placement: 7413 / 728 / 57.59 / 5321
detailed placement: 7416 / 728 / 57.59 / 5321
CTS: 7433 / 728 / 57.59 / 5321
global route: 7475 / 728 / 57.59 / 5321
finish: 7411 / 728 / 57.59 / 5321
Power figures rest on the tool's default switching activity, not on a simulated workload.
